### constraint.sdc
current_design piano

set clk_period 35.0
set clk_io_pct 0.2

create_clock -name clk0 -period $clk_period [get_ports {clk}]

set non_clock_inputs [all_inputs -no_clocks]
set_input_delay [expr $clk_period * $clk_io_pct] -clock clk0 $non_clock_inputs
set_output_delay [expr $clk_period * $clk_io_pct] -clock clk0 [all_outputs]
### config.mk
export PLATFORM = sky130hd
export DESIGN_NAME = piano
export DESIGN_NICKNAME = piano
export VERILOG_FILES = /design/flow/design.v
export SDC_FILE = /design/flow/constraint.sdc
export NUM_CORES = 4
export LEC_CHECK = 1
export CORE_UTILIZATION = 40
### run.sh
#!/bin/bash
# OpenROAD 26Q1-2900-gdf79404cd8, Yosys 0.63+post, stock flow scripts
make -C /OpenROAD-flow-scripts/flow DESIGN_CONFIG=/design/flow/config.mk WORK_HOME=/design/flow/orfs finish
### design.v
`timescale 1ns / 1ps
module piano(clk,song_sel,led,speakers,light_9,type,a, b, push);
input a, b, push;
reg qa = 0, qb = 0;
reg qa_dly = 0;
reg rot_event = 0; 
reg rot_left = 0;
input clk;
input song_sel;
output [6:0]led; 
input type; 
reg speaker;
output speakers;
output [7:0]light_9;
reg[7:0] lcd_9;
reg [31:0]p;
reg clk_8Hz;
always@(posedge clk)
	begin
		if(p==25000000/4-1)			
		begin clk_8Hz=~clk_8Hz;
			p<=0;
			end
		else p<=p+1;
	end	
reg[2:0] code; 
reg[6:0] led; 
reg[4:0] note; 
reg [1069:0]buf_music1;
		reg [639:0]buf_music2;
		parameter s0=1'b0,s1=1'b1;
		reg state1,state2;
		reg [9:0]cnt; 
parameter music1={{2'b01,3'd7},{2'b01,3'd7},{2'b01,3'd6},{2'b01,3'd6},{2'b01,3'd7},{2'b01,3'd7},
{2'b01,3'd5},{2'b01,3'd5},{2'b01,3'd5},{2'b01,3'd6},{2'b01,3'd4},{2'b01,3'd4},{2'b01,3'd3},{2'b01,3'd3},
{2'b01,3'd2},{2'b01,3'd3},{2'b01,3'd4},{2'b01,3'd3},{2'b01,3'd5},{2'b01,3'd5},{2'b01,3'd5},{2'b01,3'd3},
{2'b01,3'd2},{2'b01,3'd3},{2'b01,3'd5},{2'b01,3'd2},{2'b01,3'd3},{2'b01,3'd4},{2'b01,3'd3},{2'b01,3'd2},
{2'b01,3'd1},{2'b01,3'd1},{2'b01,3'd1},{2'b01,3'd1},{2'b01,3'd1},{2'b01,3'd1},{2'b01,3'd5},{2'b01,3'd5},
{2'b00,3'd7},{2'b00,3'd7},{2'b01,3'd2},{2'b01,3'd2},{2'b00,3'd6},{2'b00,3'd6},{2'b01,3'd1},{2'b01,3'd1},
{2'b00,3'd5},{2'b00,3'd5},{2'b00,3'd5},{2'b00,3'd5},{2'b00,3'd5},{2'b00,3'd5},{2'b00,3'd6},{2'b01,3'd1},
{2'b00,3'd5},{2'b00,3'd5},{2'b00,3'd5},{2'b00,3'd5},{2'b00,3'd5},{2'b00,3'd5},{2'b00,3'd5},{2'b00,3'd5},
{2'b00,3'd3},{2'b00,3'd3},{2'b00,3'd3},{2'b00,3'd3},{2'b00,3'd5},{2'b00,3'd5},{2'b00,3'd5},{2'b00,3'd6},
{2'b01,3'd1},{2'b01,3'd1},{2'b01,3'd1},{2'b01,3'd2},{2'b00,3'd6},{2'b01,3'd1},{2'b00,3'd5},{2'b00,3'd5},
{2'b01,3'd5},{2'b01,3'd5},{2'b01,3'd5},{2'b10,3'd1},{2'b01,3'd6},{2'b01,3'd5},{2'b01,3'd3},{2'b01,3'd5},
{2'b01,3'd2},{2'b01,3'd2},{2'b01,3'd2},{2'b01,3'd2},{2'b01,3'd2},{2'b01,3'd2},{2'b01,3'd2},{2'b01,3'd2},
{2'b01,3'd2},{2'b01,3'd2},{2'b01,3'd2},{2'b01,3'd3},{2'b00,3'd7},{2'b00,3'd7},{2'b00,3'd6},{2'b00,3'd6},
{2'b00,3'd5},{2'b00,3'd5},{2'b00,3'd5},{2'b00,3'd6},{2'b01,3'd1},{2'b01,3'd1},{2'b01,3'd2},{2'b01,3'd2},		
{2'b00,3'd3},{2'b00,3'd3},{2'b01,3'd1},{2'b01,3'd1},{2'b00,3'd6},{2'b00,3'd5},{2'b00,3'd6},{2'b01,3'd1},
{2'b00,3'd5},{2'b00,3'd5},{2'b00,3'd5},{2'b00,3'd5},{2'b00,3'd5},{2'b00,3'd5},{2'b00,3'd5},{2'b00,3'd5},	
{2'b01,3'd3},{2'b01,3'd3},{2'b01,3'd3},{2'b01,3'd5},{2'b00,3'd7},{2'b00,3'd7},{2'b01,3'd2},{2'b01,3'd2},
{2'b00,3'd6},{2'b01,3'd1},{2'b00,3'd5},{2'b00,3'd5},{2'b00,3'd5},{2'b00,3'd5},{2'b00,3'd5},{2'b00,3'd5},
{2'b00,3'd3},{2'b00,3'd5},{2'b00,3'd5},{2'b00,3'd3},{2'b00,3'd5},{2'b00,3'd6},{2'b00,3'd7},{2'b01,3'd2},	
{2'b00,3'd6},{2'b00,3'd6},{2'b00,3'd6},{2'b00,3'd6},{2'b00,3'd6},{2'b00,3'd6},{2'b00,3'd5},{2'b00,3'd6},	
{2'b01,3'd1},{2'b01,3'd1},{2'b01,3'd1},{2'b01,3'd2},{2'b01,3'd5},{2'b01,3'd5},{2'b01,3'd3},{2'b01,3'd3},	
{2'b01,3'd2},{2'b01,3'd2},{2'b01,3'd3},{2'b01,3'd2},{2'b01,3'd1},{2'b01,3'd1},{2'b00,3'd6},{2'b00,3'd5},
{2'b00,3'd3},{2'b00,3'd3},{2'b00,3'd3},{2'b00,3'd3},{2'b01,3'd1},{2'b01,3'd1},{2'b01,3'd1},{2'b01,3'd1},	
{2'b00,3'd6},{2'b01,3'd1},{2'b00,3'd6},{2'b00,3'd5},{2'b00,3'd3},{2'b00,3'd5},{2'b00,3'd6},{2'b01,3'd1},	
{2'b00,3'd5},{2'b00,3'd5},{2'b00,3'd5},{2'b00,3'd5},{2'b00,3'd5},{2'b00,3'd5},{2'b01,3'd3},{2'b01,3'd5},
{2'b01,3'd2},{2'b01,3'd3},{2'b01,3'd2},{2'b01,3'd1},{2'b00,3'd7},{2'b00,3'd7},{2'b00,3'd6},{2'b00,3'd6},
{2'b00,3'd5},{2'b00,3'd5},{2'b00,3'd5},{2'b00,3'd5},{2'b00,3'd5},{2'b00,3'd5},{2'b00,3'd5},{2'b00,3'd5}};
parameter music2={{2'd1,3'd1},{2'd1,3'd1},{2'd1,3'd1},{2'd1,3'd1},
{2'd1,3'd2},{2'd1,3'd2},{2'd1,3'd2},{2'd1,3'd2},
{2'd1,3'd3},{2'd1,3'd3},{2'd1,3'd3},{2'd1,3'd3},
{2'd1,3'd1},{2'd1,3'd1},{2'd1,3'd1},{2'd1,3'd1},
{2'd1,3'd1},{2'd1,3'd1},{2'd1,3'd1},{2'd1,3'd1},	
{2'd1,3'd2},{2'd1,3'd2},{2'd1,3'd2},{2'd1,3'd2},
{2'd1,3'd3},{2'd1,3'd3},{2'd1,3'd3},{2'd1,3'd3},
{2'd1,3'd1},{2'd1,3'd1},{2'd1,3'd1},{2'd1,3'd1},
{2'd1,3'd3},{2'd1,3'd3},{2'd1,3'd3},{2'd1,3'd3},
{2'd1,3'd4},{2'd1,3'd4},{2'd1,3'd4},{2'd1,3'd4},
{2'd1,3'd5},{2'd1,3'd5},{2'd1,3'd5},{2'd1,3'd5},
{2'd1,3'd5},{2'd1,3'd5},{2'd1,3'd5},{2'd1,3'd5},
{2'd1,3'd3},{2'd1,3'd3},{2'd1,3'd3},{2'd1,3'd3},
{2'd1,3'd4},{2'd1,3'd4},{2'd1,3'd4},{2'd1,3'd4},
{2'd1,3'd5},{2'd1,3'd5},{2'd1,3'd5},{2'd1,3'd5},
{2'd1,3'd5},{2'd1,3'd5},{2'd1,3'd5},{2'd1,3'd6},
{2'd1,3'd5},{2'd1,3'd5},{2'd1,3'd5},{2'd1,3'd4},
{2'd1,3'd3},{2'd1,3'd3},{2'd1,3'd3},{2'd1,3'd3},
{2'd1,3'd1},{2'd1,3'd1},{2'd1,3'd1},{2'd1,3'd1},
{2'd1,3'd5},{2'd1,3'd5},{2'd1,3'd5},{2'd1,3'd6},
{2'd1,3'd5},{2'd1,3'd5},{2'd1,3'd5},{2'd1,3'd4},
{2'd1,3'd3},{2'd1,3'd3},{2'd1,3'd3},{2'd1,3'd3},
{2'd1,3'd1},{2'd1,3'd1},{2'd1,3'd1},{2'd1,3'd1},
{2'd1,3'd1},{2'd1,3'd1},{2'd1,3'd1},{2'd1,3'd1},
{2'd1,3'd5},{2'd1,3'd5},{2'd1,3'd5},{2'd1,3'd5},
{2'd1,3'd1},{2'd1,3'd1},{2'd1,3'd1},{2'd1,3'd1},
{2'd1,3'd1},{2'd1,3'd1},{2'd1,3'd1},{2'd1,3'd1},
{2'd1,3'd5},{2'd1,3'd5},{2'd1,3'd5},{2'd1,3'd5},
{2'd1,3'd1},{2'd1,3'd1},{2'd1,3'd1},{2'd1,3'd1}};
always @(posedge clk)		
begin
case ({a,b})
	2'b00:
		begin
			qa <= 0;
			qb <= qb;
		end
	2'b11:
		begin
			qa <= 1;
			qb <= qb;
		end
	2'b01:
		begin
			qa <= qa;
			qb <= 1;
		end
	2'b10:
		begin
			qa <= qa;
			qb <= 0;
		end
	default:
		begin
			qa <= qa;
			qb <= qb;
		end
endcase
end
always @(posedge clk)		
begin
	qa_dly <= qa;			
	if ((qa_dly == 0) && (qa == 1))		
		begin
			rot_event = 1; 
			rot_left = qb;		
		end
	else
		begin
			rot_event = 0; 
			rot_left = rot_left;
		end
end
reg [31:0]flag;
initial flag=0;
reg [31:0]flags;
always @(posedge clk)
begin		
			if (rot_event==1&&rot_left==1)
				begin
			flag<=flag-1;
				end
			else if(rot_event==1&&rot_left==0)
				begin
			flag<=flag+1;
				end
			if(push)
			flags<=flag;
end
always @(posedge clk_8Hz)
	begin
		if(song_sel) 
			begin
						case(state1)
								s0:begin 
										buf_music1[1069:0]<=music1;
										state1<=s1;
										cnt<=0;
									end
								s1:if(cnt==(1070/5-1)) 
											begin 
											cnt<=0;
											state1<=s0;
											end
									else 
											begin 
											cnt<=cnt+1;
											buf_music1[1069:0]<=buf_music1[1069:0]<<5; 
											end
								default:state1<=s0;
						endcase
							note=buf_music1[1067:1065]+7*buf_music1[1069:1068];
							code=buf_music1[1067:1065];
							led=(buf_music1[1067:1065]==3'b001)?7'b0000001:((buf_music1[1067:1065]==3'b010)?7'b0000010:((buf_music1[1067:1065]==3'b011)?7'b0000100:((buf_music1[1067:1065]==3'b100)?7'b0001000:((buf_music1[1067:1065]==3'b101)?7'b0010000:((buf_music1[1067:1065]==3'b110)?7'b0100000:((buf_music1[1067:1065]==3'b111)?7'b1000000:7'b1111111))))));
				end
		else
				begin
					case(state2)
						s0:
								begin 
								buf_music2[639:0]<=music2;
								state2<=s1;cnt<=0;
								end
						s1:
								if(cnt==(640/5-1))
								begin cnt<=0;state2<=s0;
								end
								else 
								begin cnt<=cnt+1;
								buf_music2[639:0]<=buf_music2[639:0]<<5;
								end
								default:state2<=s0;
				    endcase
					note=buf_music2[637:635]+7*buf_music2[639:638];
					code=buf_music2[637:635];
					led=(buf_music2[637:635]==3'b001)?7'b0000001:((buf_music2[637:635]==3'b010)?7'b0000010:((buf_music2[637:635]==3'b011)?7'b0000100:((buf_music2[637:635]==3'b100)?7'b0001000:((buf_music2[637:635]==3'b101)?7'b0010000:((buf_music2[637:635]==3'b110)?7'b0100000:((buf_music2[637:635]==3'b111)?7'b1000000:7'b1111111))))));
					end
				end
reg[10:0]Tone;
parameter pre_divf={11'b11111111111,11'd137,11'd345,11'd531,11'd616,11'd773,11'd912,11'd1036,11'd1092,11'd1197,11'd1290,11'd1332,11'd1410,11'd1480,11'd1542,11'd1570,11'd1622,11'd1668,11'd1690,11'd1728,11'd1764,11'd1795};
reg[241:0]pre_divf_buf;
task ascll;
input[3:0]ascll_in;
output[7:0]ascll_out;
		begin
			case(ascll_in)
			4'b0000: ascll_out=8'b00110000;
			4'b0001: ascll_out=8'b00110001;
			4'b0010: ascll_out=8'b00110010;
			4'b0011: ascll_out=8'b00110011;
			4'b0100: ascll_out=8'b00110100;
			4'b0101: ascll_out=8'b00110101;
			4'b0110: ascll_out=8'b00110110;
			4'b0111: ascll_out=8'b00110111;
			4'b1000: ascll_out=8'b00111000;
			4'b1001: ascll_out=8'b00111001;
			default: ascll_out=8'b0010000;
			endcase
		end
endtask
always@(code or flags) 
	begin	
	if(type)
		ascll(code,lcd_9);
	else
		ascll(flag,lcd_9);
	end
assign light_9=lcd_9;
always@(note or flags) 
	begin
			if(type)
			begin
				pre_divf_buf=pre_divf;
				pre_divf_buf=pre_divf_buf<<(note*11);
				Tone=pre_divf_buf[241:231]; 
			end	
			else	
			begin
			pre_divf_buf=pre_divf;
				pre_divf_buf=pre_divf_buf<<(flag*11);
				Tone=pre_divf_buf[241:231]; 
				end
  end
reg PreCLK,FullSpkS;
reg [6:0]count;
always @(posedge clk)
	begin		
		PreCLK<=0; 
		if(count>24)
			begin 
			PreCLK<=1;
			count=0;
			end
		else
			count=count+1;
	end
reg [10:0]Count11;	
always@(posedge PreCLK)
	begin 
		if(Count11==11'h7FF)
			begin 
			Count11=Tone;
			FullSpkS<=1;
			end
		else
			begin 
			Count11=Count11+1;
			FullSpkS<=0;
			end
		end
always@(posedge FullSpkS)
	begin 
		speaker=~speaker;
	end
assign speakers=speaker;
endmodule
==> ci_impl_report.md <==
### Yosys + OpenROAD results

| Metric | Value |
|---|---|
| Netlist Area Pre-Place | `roughly 63000 um^2` |
| Std cell rows | `145` |
| Setup Skew | `0.007727 ns` |
| CP startpoint | `type` |
| Vias in the first global route | `approximately 32000` |
| Hold Crit Start | `qa_dly` |
| GP Congestion | `0.9548` |
| Remaining Overflow, GRT | `0` |
| Area of placed instances | `~66000 um^2` |
| Ant diodes | `0` |
| P&R area growth vs syn | `4.543%` |
| Final min period | `~15 ns` |
| Worst min-delay path class | `reg2reg` |
| Top achievable clock speed | `~65 MHz` |
| Post-synth seq share | `0.6797` |
| Post-DP HPWL | `68.24 mm` |
| Top cells by area | `edfxtp_1 (65%), nand2b_1 (7.2%), and2_1 (6.2%), dfxtp_1 (2.5%), ha_1 (2.4%)` |
| Final Hold Vio Count | `0` |
| Maximum capacitance violations | `0` |
| Tool Warnings | `around 46` |
| Register pins left without a clock | `about 1400` |
| Chip width | `roughly 400 um` |
| Post-route ant nets | `0` |
| Ys flop type | `edfxtp_1` |
| Cells in synth_stat.txt | `between 4000 and 5000` |
| Dpl cells | `6618` |
| CP Launch Type | `primary input` |
| Tot GR Track Use | `0.1525` |
| Root Driver | `clkbuf_16` |
| Total CTS buffers | `9` |
| Initial antenna violation count | `1` |
| Finished Layout Cells | `around 6600` |
| Avg Cell Area, Syn | `13.35 um^2` |
| VDD IR-drop max | `0.00003642 V` |
| Unique masters post-synth | `85` |
| Final wirelength | `112.8 mm` |
| Final setup TNS | `0 ns` |
| Outcome | `complete, no violations` |
| Hold buffers post-CTS | `0` |
| Largest net degree at the start of global routing | `between 200 and 250` |
| Port Buf Inserts | `17` |
| Placement Setup Slack | `around 20 ns` |
| Crit path max fanout | `45` |
| Worst EP arrival | `around 8.5 ns` |
| Worst-Margin Slew | `about 1.0 ns` |
| Chip area | `159100 um^2` |
| Iteration tally of the first detailed-router pass | `8` |
| Worst-case clock buffer depth | `2` |
| Top-area cell share | `0.6543` |
| Ys async rst share | `0` |
| Endpoints left unconstrained | `between 2000 and 3000` |
| Final Cell Area | `between 60000 and 70000 um^2` |
| First-pass GRT wire length | `around 180 mm` |
| Synth warn | `1` |
| Post-CTS Setup Inserts | `0` |
| DR vias | `33940` |
| CTS tree | `done` |
| LEAKAGE | `around 22 nW` |
| PostCTS Resize Cnt | `0` |
| Fp_density | `0.4029` |
| DRC Markers | `0` |
| Final worst slack | `19.55 ns` |
| Synth top cell by count | `edfxtp_1` |
| Final Hold Slack | `0.4006 ns` |
| Critical path class | `in2out` |
| Pwr Density | `between 15 and 20 nW/um^2` |
| RSZ-0062 raised after global routing | `no` |
| Max transition margin | `0.3111` |
| Pins Over Slew Limit | `0` |
| Cell type with the largest total area | `edfxtp_1` |
| Layout cells sized above 1 | `0.03125` |
| Most common library cells after synthesis | `edfxtp_1 (1373), nand2b_1 (728), and2_1 (625)` |
| Clk slew on worst S/H paths | `0.06 ns` |
| Period Utilization, post-route | `0.4413` |
| Die Y | `398.9 um` |
| Top-level port count | `22` |
| Mapped Cells | `approximately 4700` |
| Initial drt markers | `3261` |
| Endpoints failing setup | `0` |
| DR vias/cell | `around 5` |
| H-tree depth | `3` |
| Synth flops | `~1500` |
| R2r startpoint | `rot_event` |
| CORE AREA | `roughly 160000 um^2` |
| Yosys stat chip area | `~63000 um^2` |
| Nature of the critical path endpoint | `primary output` |
| Flip-flops with a built-in enable | `about 1400` |
| Required time worst endpoint | `about 28 ns` |
| WL/cell | `17.01 um` |
| Clock Latency Late Sink | `around 0.36 ns` |
metal layers:
layer	track usage	routed length [um]
met1	0.2894	56860
met5	0	0
met2	0.2035	47080
met3	0.02235	5716
met4	0.03291	3177
metrics by stage:
step,utilization,power [mW]
finish,0.4212,1.289
global route,0.4212,1.374
CTS,0.4212,1.271
detailed placement,0.4193,1.163
global placement,0.4193,1.186
floorplan,-,0.9174
final timing paths:
| check | depth (start not counted) | end | slack, ns |
|---|---|---|---|
| max | 4 | light_9[1] | 19.55 |
| min | 1 | rot_event | 0.40 |
| max reg2reg | 18 | flag[30] | 30.01 |
| min reg2reg | 1 | rot_event | 0.40 |
layout by cell type, fill, tap and decap left out, types with 80 or more instances in the layout:
master and n:
edfxtp_1 1373, dfxtp_1 80, nand2_1 166, ha_1 123, nand2b_1 728, o21ai_0 172
buf_4 82, nor2_1 207, a21oi_1 187, inv_1 100, and2_1 625
sequential cells by signal, summed over array words and instances (netlist names), 5 cells and up, named ones only:
| register | count |
|---|---|
| Count11 | 11 |
| buf_music1 | 899 |
| buf_music2 | 436 |
| cnt | 10 |
| count | 7 |
| flag | 32 |
| led | 7 |
| note | 5 |
| p | 32 |
critical path: stages:
cell and delay (ns):
buf_2 0.08, buf_4 0.50, mux2_2 0.41, clkdlybuf4s50_1 0.40
kinds of logic (layout without fill, tap and decap cells):
group | after synthesis | count (layout) | synth area share
AOI/OAI and AO/OA | 680 | 680 | 0.06823
xor gates and xnor gates | 107 | 107 | 0.01509
adders and majority gates | 159 | 159 | 0.03570
buffers and inverters | 368 | 221 | 0.02238
DFF | 1453 | 1453 | 0.6797
muxes | 15 | 15 | 0.002581
other | 2 | 5 | 0.0001192
and+or+nand+nor | 1936 | 1936 | 0.1762
final cells by class:
cell class / count / area [um^2]
clock buffer: 9 / 225.2
clock inverter: 7 / 86.33
fill: 14240 / 90510
inverter: 101 / 379.1
multi-input combinational: 2902 / 18900
sequential: 1453 / 42830
tap: 2058 / 2575
timing repair buffer: 104 / 880.8
power by group:
group / switching [mW] / leakage, nW / internal [mW]
logic: 0.724 / 8.54 / 0.321
registers: 0.0112 / 13.6 / 0.131
clock network: 0.0452 / 0.152 / 0.0571
No activity file was given, so power comes from the tool's default toggle rates.
